==> design.v <==
package boardtype;
parameter BoardAdaptor          = 0;
    parameter ClockHigh         = 200000000;     
    parameter ClockMed          = 100000000;     
    parameter ClockLow          =  50000000;     
    parameter BoardNameLow      = 32'h4153454D;         
    parameter BoardNameHigh     = 32'h35324935;         
    parameter FPGASize          = 9;             
    parameter FPGAPins          = 144;     
    parameter IOPorts           = 3;             
    parameter IOWidth           = 72;             
    parameter PortWidth         = 24;             
    parameter LIOWidth          = 0;             
    parameter LEDCount          = 0;             
    parameter SepClocks         = "true";             
    parameter OneWS             = "true";             
    parameter BusWidth          = 32;
    parameter AddrWidth         = 16;
    parameter GPIOWidth         = 36;
    parameter NumGPIO           = 2;
    parameter MuxGPIOIOWidth    = IOWidth/NumGPIO;
    parameter MuxLedWidth       = LEDCount/NumGPIO;
    parameter ADC               = "DE0-Nano-SoC";
    parameter Capsense          = 0;
endpackage  
package boardtype;
parameter BoardAdaptor          = 0;
    parameter ClockHigh         = 200000000;     
    parameter ClockMed          = 100000000;     
    parameter ClockLow          =  50000000;     
    parameter BoardNameLow      = 32'h4153454D;         
    parameter BoardNameHigh     = 32'h35324935;         
    parameter FPGASize          = 9;             
    parameter FPGAPins          = 144;     
    parameter IOPorts           = 3;             
    parameter IOWidth           = 72;             
    parameter PortWidth         = 24;             
    parameter LIOWidth          = 0;             
    parameter LEDCount          = 0;             
    parameter SepClocks         = "true";             
    parameter OneWS             = "true";             
    parameter BusWidth          = 32;
    parameter AddrWidth         = 16;
    parameter GPIOWidth         = 36;
    parameter NumGPIO           = 2;
    parameter MuxGPIOIOWidth    = IOWidth/NumGPIO;
    parameter MuxLedWidth       = LEDCount/NumGPIO;
    parameter ADC               = "DE0-Nano-SoC";
    parameter Capsense          = 1;
endpackage  
package boardtype;
parameter BoardAdaptor          = 0;
    parameter ClockHigh         = 200000000;     
    parameter ClockMed          = 100000000;     
    parameter ClockLow          =  50000000;     
    parameter BoardNameLow      = 32'h4153454D;         
    parameter BoardNameHigh     = 32'h35324935;         
    parameter FPGASize          = 9;             
    parameter FPGAPins          = 144;     
    parameter IOPorts           = 3;             
    parameter IOWidth           = 72;             
    parameter PortWidth         = 24;             
    parameter LIOWidth          = 0;             
    parameter LEDCount          = 0;             
    parameter SepClocks         = "true";             
    parameter OneWS             = "true";             
    parameter BusWidth          = 32;
    parameter AddrWidth         = 16;
    parameter GPIOWidth         = 36;
    parameter NumGPIO           = 2;
    parameter MuxGPIOIOWidth    = IOWidth/NumGPIO;
    parameter MuxLedWidth       = LEDCount/NumGPIO;
    parameter ADC               = "DE0-Nano-SoC";
    parameter Capsense          = 1;
endpackage  
package boardtype;
parameter BoardAdaptor          = 0;
    parameter ClockHigh         = 200000000;     
    parameter ClockMed          = 100000000;     
    parameter ClockLow          =  50000000;     
    parameter BoardNameLow      = 32'h4153454D;         
    parameter BoardNameHigh     = 32'h35324935;         
    parameter FPGASize          = 9;             
    parameter FPGAPins          = 144;     
    parameter IOPorts           = 3;             
    parameter IOWidth           = 72;             
    parameter PortWidth         = 24;             
    parameter LIOWidth          = 0;             
    parameter LEDCount          = 0;             
    parameter SepClocks         = "true";             
    parameter OneWS             = "true";             
    parameter BusWidth          = 32;
    parameter AddrWidth         = 16;
    parameter GPIOWidth         = 36;
    parameter NumGPIO           = 2;
    parameter MuxGPIOIOWidth    = IOWidth/NumGPIO;
    parameter MuxLedWidth       = LEDCount/NumGPIO;
    parameter ADC               = "DE0-Nano-SoC";
    parameter Capsense          = 0;
endpackage  
package boardtype;
parameter BoardAdaptor          = 0;
    parameter ClockHigh         = 200000000;     
    parameter ClockMed          = 100000000;     
    parameter ClockLow          =  50000000;     
    parameter BoardNameLow      = 32'h4153454D;         
    parameter BoardNameHigh     = 32'h35324935;         
    parameter FPGASize          = 9;             
    parameter FPGAPins          = 144;     
    parameter IOPorts           = 3;             
    parameter IOWidth           = 72;             
    parameter PortWidth         = 24;             
    parameter LIOWidth          = 0;             
    parameter LEDCount          = 0;             
    parameter SepClocks         = "true";             
    parameter OneWS             = "true";             
    parameter BusWidth          = 32;
    parameter AddrWidth         = 16;
    parameter GPIOWidth         = 36;
    parameter NumGPIO           = 2;
    parameter MuxGPIOIOWidth    = IOWidth/NumGPIO;
    parameter MuxLedWidth       = LEDCount/NumGPIO;
    parameter ADC               = "DE0-Nano-SoC";
    parameter Capsense          = 1;
endpackage  
package boardtype;
parameter BoardAdaptor          = 0;
    parameter ClockHigh         = 200000000;     
    parameter ClockMed          = 100000000;     
    parameter ClockLow          =  50000000;     
    parameter BoardNameLow      = 32'h4153454D;         
    parameter BoardNameHigh     = 32'h35324935;         
    parameter FPGASize          = 9;             
    parameter FPGAPins          = 144;     
    parameter IOPorts           = 3;             
    parameter IOWidth           = 72;             
    parameter PortWidth         = 24;             
    parameter LIOWidth          = 0;             
    parameter LEDCount          = 0;             
    parameter SepClocks         = "true";             
    parameter OneWS             = "true";             
    parameter BusWidth          = 32;
    parameter AddrWidth         = 16;
    parameter GPIOWidth         = 36;
    parameter NumGPIO           = 2;
    parameter MuxGPIOIOWidth    = IOWidth/NumGPIO;
    parameter MuxLedWidth       = LEDCount/NumGPIO;
    parameter ADC               = "DE0-Nano-SoC";
    parameter Capsense          = 1;
endpackage  
module adc_ltc2308(
	clk,  
	measure_start,  
	measure_ch,
	measure_done,
	measure_dataread,
	ADC_CONVST,
	ADC_SCK,
	ADC_SDI,
	ADC_SDO 
);
input								clk;
input								measure_start;
input		[2:0]					measure_ch;
output	reg					measure_done;
output	[11:0]				measure_dataread;
output		          		ADC_CONVST;
output		          		ADC_SCK;
output	reg          		ADC_SDI;
input 		          		ADC_SDO;
reg pre_measure_start;
always @ (posedge clk)	
begin
	pre_measure_start <= measure_start;
end
wire reset_n;
assign reset_n = (!pre_measure_start & measure_start)?1'b0:1'b1;
reg [15:0] tick;	
always @ (posedge clk or negedge reset_n)	
begin
	if (!reset_n)
		tick <= 0;
	else if (tick < (((0+64)+12)+320))
		tick <= tick + 1;
end
assign ADC_CONVST = (tick >= 0 && tick < (0+1))?1'b1:1'b0;
reg clk_enable;  
always @ (negedge clk or negedge reset_n)	 
begin
	if (!reset_n)
		clk_enable <= 1'b0;
	else if ((tick >= (0+64) && tick < ((0+64)+12)))
		clk_enable <= 1'b1;
	else
		clk_enable <= 1'b0;
end
assign ADC_SCK = clk_enable?clk:1'b0;
reg [(12-1):0] read_data;
reg [3:0] write_pos;
assign measure_dataread = read_data;
always @ (negedge clk or negedge reset_n)	
begin
	if (!reset_n)
	begin
		read_data <= 0;
		write_pos <= 12-1;
	end
	else if (clk_enable)
	begin
		read_data[write_pos] <= ADC_SDO;
		write_pos <= write_pos - 1;
	end
end
wire read_ch_done;
assign read_ch_done = (tick == (((0+64)+12)+320))?1'b1:1'b0;
always @ (posedge clk or negedge reset_n)	
begin
	if (!reset_n)
		measure_done <= 1'b0;
	else if (read_ch_done)
		measure_done <= 1'b1;
end
reg [(6-1):0] config_cmd;
always @(negedge reset_n)
begin
	if (!reset_n)
	begin
		case (measure_ch)
			0 : config_cmd <= {4'h8, 1'b1, 1'b0}; 
			1 : config_cmd <= {4'hC, 1'b1, 1'b0}; 
			2 : config_cmd <= {4'h9, 1'b1, 1'b0}; 
			3 : config_cmd <= {4'hD, 1'b1, 1'b0}; 
			4 : config_cmd <= {4'hA, 1'b1, 1'b0}; 
			5 : config_cmd <= {4'hE, 1'b1, 1'b0}; 
			6 : config_cmd <= {4'hB, 1'b1, 1'b0}; 
			7 : config_cmd <= {4'hF, 1'b1, 1'b0}; 
			default : config_cmd <= {4'hF, 2'b00}; 
		endcase
	end
end
wire config_init;
wire config_enable;
wire config_done;
reg [2:0] sdi_index;
assign config_init = (tick == ((0+1)))?1'b1:1'b0;	
assign config_enable = (tick > (0+64) && tick <= ((0+64)+6 - 1))?1'b1:1'b0;	 
assign config_done = (tick > ((0+64)+6 - 1))?1'b1:1'b0;	
always @(negedge clk)	
begin
	if (config_init)
	begin
		ADC_SDI <= config_cmd[6-1];
		sdi_index <= 6-2;
	end
	else if (config_enable)
	begin
		ADC_SDI <= config_cmd[sdi_index];
		sdi_index <= sdi_index - 1;
	end
	else if (config_done)
		ADC_SDI <= 1'b0;  
end
endmodule
==> run.sh <==
#!/bin/bash
# OpenROAD 26Q1-2900-gdf79404cd8, Yosys 0.63+post, stock flow scripts
make -C /OpenROAD-flow-scripts/flow DESIGN_CONFIG=/design/flow/config.mk WORK_HOME=/design/flow/orfs finish
==> config.mk <==
export PLATFORM = sky130hd
export DESIGN_NAME = adc_ltc2308
export DESIGN_NICKNAME = adc_ltc2308
export VERILOG_FILES = /design/flow/design.v
export SDC_FILE = /design/flow/constraint.sdc
export NUM_CORES = 4
export LEC_CHECK = 1
export CORE_UTILIZATION = 30
==> constraint.sdc <==
current_design adc_ltc2308

set clk_period 3.9
set clk_io_pct 0.2

create_clock -name clk0 -period $clk_period [get_ports {clk}]

set non_clock_inputs [all_inputs -no_clocks]
set_input_delay [expr $clk_period * $clk_io_pct] -clock clk0 $non_clock_inputs
set_output_delay [expr $clk_period * $clk_io_pct] -clock clk0 [all_outputs]
==> reports/metrics.csv <==
metric;value;unit
Logic area;1040;um2
Chip Area;7570;um2
Storage cell area;1020;um2
endpoints left unconstrained;3;
WL per Instance;12.2;um
mean post-synth cell area;9.90;um2
status;completed;
nature of the critical path startpoint;flip-flop;
row count;30;
layout cell share with drive strength beyond 1;18.7;%
PD cells;274;nW/um2
OpenROAD warning count;42;
RD Place Congestion;0.901;
clock-pin slew on the worst setup and hold paths;80;ps
WP buf/inv;1;
Synth logic family;simple AND/OR/NAND/NOR gates;
RSZ-0062 raised after global routing;false;
hold-fix buffers at CTS;0;
Seq/Total Area, Yosys;47.3;%
# Max-Cap Violations;0;
GR Overflow Total;0;
Slew headroom;42.2;%
Reg2Reg Setup Slack;310;ps
worst-margin pin slew;856;ps
first-pass GRT wire length;7.57;mm
Worst Hold Class;flip-flop to async pin;
TritonCTS Buffers;5;
number of top-level pins;22;
mux share;2.54;%
Filler cells;656;
yosys synthesis warning count;1;
vias in the first global route;1685;
gr usage total;12.8;%
Final TNS setup;0;ps
routed vias/inst;4.78;
placed cell count;328;
Leak;1.13;nW
Via Count;1687;
yosys xor share;4.04;%
input/output buffers;21;
post-detailed-route count of antenna-violating nets;0;
VDD IR max;0.158;mV
Init Core Util;31.5;%
Synthesized registers;42;
Basic Gates by Area;22.2;%
CTS tree;done;
Die X;87.0;um
largest net degree at the start of global routing;20;
delay-heaviest family, CP;buffers and inverters;
Total Power;0.000738;W
AND-OR/OR-AND share of the synthesized area;13.1;%
number of enable flip-flop cells;1;
Final Util;39.2;%
register pins left without a clock;3;
CP Class;flip-flop to output port;
Hold Slack;272;ps
ant diodes;0;
initial antenna violation count;0;
CP max FO;1;
Async S/R FF share, synth;81.0;%
Most common reg cell;dfrtp_1;
synthesized area;2170;um2
Worst Path Arrival;3050;ps
Finish-stage setup viols;0;
Root Buffer;clkbuf_8;
final wirelength;4.29;mm
synthesis-to-finish area growth;24.1;%
htree depth;2;
post-synthesis adder-cell area fraction;5.77;%
CTS Buffer Depth;2;
yosys stat area;2170;um2
Pins Over Slew Limit;0;
CP max stage cell;clkdlybuf4s50_1;
final hold violations;0;
cells after synthesis;219;
Core Box Area;6870;um2
Req. time, crit path;3120;ps
TritonRoute pass-1 iters;4;
DR iter-0 viols;73;
Finished Layout Cells;353;
overall die height;87.0;um
DP HPWL;3.12;mm
worst skew pair latency;350;ps
post-synthesis cell count from yosys;219;
crit-path max cell delay;450;ps
Post-route DRC;0;
post-synth cell types;55;
critical path endpoint category;output port;
critical path cell sequence;clkdlybuf4s50_1;
post-route clock skew;65.1;ps
cell usage after synthesis (2+ instances only):
master	n	area share, %
nand3b_1	2	0.69
o21a_1	2	0.69
nor3_1	3	0.69
nand3_1	14	3.2
dfrtn_1	14	16
mux2_2	4	2.1
dfstp_2	3	3.6
nand4_1	9	2.6
clkbuf_1	8	1.4
nand2b_1	3	0.87
buf_4	2	0.69
xor2_1	2	0.81
dfrtp_1	17	20
o21ai_0	11	2.5
dfxtp_1	7	6.5
and3_1	4	1.2
and2_1	2	0.58
nand2_1	20	3.5
nor2_1	10	1.7
nor4b_1	2	0.81
and3_2	2	0.69
nor4_1	2	0.58
xnor2_1	8	3.2
o221ai_1	3	1.2
buf_2	4	0.92
o22ai_1	2	0.58
ha_1	10	5.8
nor2b_1	3	0.87
inv_1	11	1.9
o211ai_1	6	2.1
a21oi_1	5	1.2
metal layers:
metal  vias to the layer above  track usage (%)  wire (um)
li1                        857                -          -
met1                       764             18.5       1980
met2                        61             21.1       1990
met3                         5             2.12        293
met4                         0             1.97         34
met5                         -                0          0
metrics by stage:
step	setup WS (ps)	instance area [um2]
floorplan	300	2170
global placement	139	2490
detailed placement	122	2490
CTS	3.78	2670
global route	3.95	2690
finish	66.3	2690
cell families (layout without fill, tap and decap cells):
kind of cell | Yosys count | in the layout
compound gates | 40 | 40
xor+xnor | 10 | 10
fa+ha+maj | 10 | 10
buf+inv | 26 | 64
flops | 42 | 42
mux | 5 | 5
simple gates | 86 | 86
placed cells by master (no fill, tap or decap), types with 6 or more instances in the layout:
cell type,instances
buf_4,16
ha_1,10
o21ai_0,11
inv_1,17
nand2_1,20
dfrtn_1,14
dfrtp_1,17
dlygate4sd2_1,9
nand3_1,14
dfxtp_1,7
nor2_1,9
xnor2_1,8
o211ai_1,6
nand4_1,9
clkdlybuf4s50_1,8
sequential cells by signal (all words and copies together), names as in the netlist, 3 cells and up:
register    flops
config_cmd      3
read_data      12
tick           16
write_pos       4
sdi_index       3
final timing paths:
kind                       depth (start not counted)                   endpoint                 startpoint
max                                                1                    ADC_SDI          ADC_SDI$_DFFE_NP_
min                                                1        tick[9]$_DFFE_PP0N_  pre_measure_start$_DFF_P_
min reg2reg                                        1        tick[9]$_DFFE_PP0N_  pre_measure_start$_DFF_P_
min in group clk0                                  0       tick[15]$_DFFE_PP0N_       tick[15]$_DFFE_PP0N_
max reg2reg                                        6  sdi_index[1]$_SDFFE_NP0P_        tick[0]$_DFFE_PP0N_
max in group asynchronous                          3   read_data[0]$_DFFE_NP0P_              measure_start
power by group:
part	leakage, nW	internal, W	switching (W)
Sequential	0.464	0.000409	0.000000233
Combinational	0.570	0.00000816	0.00000897
Clock	0.0977	0.000137	0.000175
Total	1.13	0.000554	0.000184
layout make-up:
cell class              instances  share of cell area, %
inverters                      10                   1.40
well taps                      96                   4.47
flip-flops and latches         42                   38.1
repair buffers                 37                   12.7
multi-input cells             151                   38.7
clock inverters                11                   1.86
clock buffers                   6                   2.88
repair_timing:
action | 4_1_cts | 5_1_grt
gates resized | 12 | 4
pin swaps | 1 | 0
setup buffers | 9 | 1
gates cloned | 0 | 0
setup endpoints to repair | 12 | 4
Power figures rest on the tool's default switching activity, not on a simulated workload.
